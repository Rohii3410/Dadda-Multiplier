[/design/flow/design.v]
module hag(output s,c,input a,b);
assign s=a^b;
assign c=a&b;
endmodule
module fag(output s,c,input a,b,cin);
assign s=a^b^cin;
assign c=(a&b) | ((a^b)&cin);
endmodule
module left(output [15:8]p1,input [7:0]a,b);
wire z15,z22,z29,z36,z43,z50,z57,z58,z51,z44,z37,z30,z23;
wire z31,z38,z45,z52,z59,z39,z46,z53,z60,z47,z54,z61,z55,z62,z63;
wire [5:0]n;
wire [41:23]s,c;
assign z15=b[1] & a[7];  
assign z22=b[2] & a[6];
assign z29=b[3] & a[5];
assign z36=b[4] & a[4];
assign z43=b[5] & a[3];
assign z50=b[6] & a[2];
assign z57=b[7] & a[1];
hag m1(s[23],c[23],z15,z22);
fag m2(s[25],c[25],s[23],z36,z29);
hag m3(s[31],c[31],s[25],z43);
hag m4(s[36],c[36],s[31],z50);
hag m5(p1[8],n[0],s[36],z57);
assign z23=b[2] & a[7]; 
assign z30=b[3] & a[6];
assign z37=b[4] & a[5];
assign z44=b[5] & a[4];
assign z51=b[6] & a[3];
assign z58=b[7] & a[2];
hag m6(s[24],c[24],z23,z30);
fag m7(s[26],c[26],s[24],c[23],z37);
hag m8(s[29],c[29],z44,z51);
fag m9(s[32],c[32],s[29],s[26],c[25]);
fag m10(s[37],c[37],s[32],c[31],z58);
fag m11(p1[9],n[1],s[37],c[36],n[0]);
assign z31=b[3] & a[7];  
assign z38=b[4] & a[6];
assign z45=b[5] & a[5];
assign z52=b[6] & a[4];
assign z59=b[7] & a[3];
fag m12(s[27],c[27],z38,z31,c[24]);
fag m13(s[30],c[30],z45,z52,z59);
fag m14(s[33],c[33],s[30],s[27],c[26]);
fag m15(s[38],c[38],s[33],c[29],c[32]);
fag m16(p1[10],n[2],s[38],c[37],n[1]);
assign z39=b[4] & a[7];
assign z46=b[5] & a[6];
assign z53=b[6] & a[5];
assign z60=b[7] & a[4];
fag m17(s[28],c[28],z39,z46,z53);
fag m18(s[34],c[34],s[28],c[27],z60);
fag m19(s[39],c[39],s[34],c[30],c[33]);
fag m20(p1[11],n[3],n[2],s[39],c[38]);
assign z47=b[5] & a[7];
assign z54=b[6] & a[6];
assign z61=b[7] & a[5];
fag m21(s[35],c[35],z47,z54,c[28]);
fag m22(s[40],c[40],s[35],c[34],z61);
fag m23(p1[12],n[4],s[40],c[39],n[3]);
assign z55=b[6] & a[7];
assign z62=b[7] & a[6];
fag m24(s[41],c[41],z55,z62,c[35]);
fag m25(p1[13],n[5],s[41],c[40],n[4]);
assign z63=b[7] & a[7];
fag m26(p1[14],p1[15],c[41],z63,n[5]);
endmodule
module right_da(output [10:0]p,input [7:0]a,b);
wire [56:1]d; 
wire [7:0]l;
wire [22:0]c; wire [22:0]s;
assign p[0]=b[0] & a[0];
assign d[1]=b[0] & a[1];  
assign d[8]=b[1] & a[0];
hag r1(p[1],l[0],d[1],d[8]);
assign d[2]=b[0] & a[2];  
assign d[9]=b[1] & a[1];
assign d[16]=b[2] & a[0];
hag r2(s[16],c[16],d[2],d[9]);
fag r3(p[2],l[1],s[16],d[16],l[0]);
assign d[3]=b[0] & a[3];  
assign d[10]=b[1] & a[2];
assign d[17]=b[2] & a[1];
assign d[24]=b[3] & a[0];
hag r4(s[10],c[10],d[3],d[10]);
fag r5(s[17],c[17],d[17],d[24],s[10]);
fag r6(p[3],l[2],s[17],c[16],l[1]);
assign d[4]=b[0] & a[4];  
assign d[11]=b[1] & a[3];
assign d[18]=b[2] & a[2];
assign d[25]=b[3] & a[1];
assign d[32]=b[4] & a[0];
hag r7(s[3],c[3],d[4],d[11]);
fag r8(s[11],c[11],s[3],d[18],d[25]);
fag r9(s[18],c[18],s[11],d[32],c[10]);
fag r10(p[4],l[3],s[18],c[17],l[2]);
assign d[5]=b[0] & a[5];  
assign d[12]=b[1] & a[4];
assign d[19]=b[2] & a[3];
assign d[26]=b[3] & a[2];
assign d[33]=b[4] & a[1];
assign d[40]=b[5] & a[0];
fag r11(s[4],c[4],d[5],d[12],d[19]);
hag r13(s[7],c[7],d[26],d[33]);
fag r12(s[12],c[12],s[4],c[3],s[7]);
fag r14(s[19],c[19],s[12],c[11],d[40]);
fag r15(p[5],l[4],s[19],c[18],l[3]);
assign d[6]=b[0] & a[6];  
assign d[13]=b[1] & a[5];
assign d[20]=b[2] & a[4];
assign d[27]=b[3] & a[3];
assign d[34]=b[4] & a[2];
assign d[41]=b[5] & a[1];
assign d[48]=b[6] & a[0];
hag r16(s[0],c[0],d[6],d[13]);
fag r17(s[5],c[5],d[20],d[27],s[0]);
fag r18(s[8],c[8],d[34],d[41],d[48]);
fag r19(s[13],c[13],s[8],s[5],c[4]);
fag r20(s[20],c[20],s[13],c[12],c[7]);
fag r21(p[6],l[5],s[20],c[19],l[4]);
assign d[7]=b[0] & a[7];  
assign d[14]=b[1] & a[6];
assign d[21]=b[2] & a[5];
assign d[28]=b[3] & a[4];
assign d[35]=b[4] & a[3];
assign d[42]=b[5] & a[2];
assign d[49]=b[6] & a[1];
assign d[56]=b[7] & a[0];
fag r22(s[1],c[1],d[7],d[14],d[21]);
hag r23(s[2],c[2],d[28],d[35]);
fag r24(s[9],c[9],d[42],d[49],d[56]);
fag r25(s[6],c[6],s[1],s[2],c[0]);
fag r26(s[15],c[15],c[1],c[2],c[6]);
fag r27(s[14],c[14],s[6],c[5],c[9]);
fag r28(s[21],c[21],s[14],c[13],c[8]);
fag r29(p[7],l[6],s[21],c[20],l[5]);
fag r30(s[22],c[22],s[15],c[14],c[9]);
fag r31(p[8],l[7],s[22],c[21],l[6]);
fag r32(p[9],p[10],c[15],c[22],l[7]);
endmodule
[/design/flow/run.sh]
#!/bin/bash
# OpenROAD 26Q1-2900-gdf79404cd8, Yosys 0.63+post, stock flow scripts
make -C /OpenROAD-flow-scripts/flow DESIGN_CONFIG=/design/flow/config.mk WORK_HOME=/design/flow/orfs finish
[/design/flow/config.mk]
export PLATFORM = sky130hd
export DESIGN_NAME = left
export DESIGN_NICKNAME = left
export VERILOG_FILES = /design/flow/design.v
export SDC_FILE = /design/flow/constraint.sdc
export NUM_CORES = 4
export LEC_CHECK = 1
export CORE_AREA = 10 10 88 88
export DIE_AREA = 0 0 98 98
[/design/flow/constraint.sdc]
current_design left

set clk_period 10.2
set clk_io_pct 0.2

create_clock -name clk0 -period $clk_period

set non_clock_inputs [all_inputs -no_clocks]
set_input_delay [expr $clk_period * $clk_io_pct] -clock clk0 $non_clock_inputs
set_output_delay [expr $clk_period * $clk_io_pct] -clock clk0 [all_outputs]
==> flow_results.org <==
#+TITLE: Flow metrics

** Global route
- The first global-routing pass estimated 2842 um of wire.
- Entering global routing, the biggest net connects 8 pins.
- The global routing report lists combined usage of all routing layers as 0.03446.
- Via count of the first global-routing pass :: 608
- Initial antenna violation count :: 0
- Congestion Overflow GR :: 0

** Clocking
- Setup fix buffers added after clock tree synthesis :: 0
- Buffers inserted to repair hold after CTS numbered 0.
- Gates resized during post-CTS repair numbered 0.

** Timing
- The final timing summary puts the cycle share of the worst path at 0.9525.
- Number of max-slew violations in the final report :: 0
- Time the final worst path needs with I/O delays and setup :: 9.715 ns
- Hold-check failures listed in the final report amount to 0.
- Setup repair after global routing left no endpoint under its margin.
- Static timing analysis puts the maximum clock frequency at 102.9 MHz.
- Final-layout setup total negative slack :: 0 ns
- Per the finish-stage timing summary, setup violations number 0.
- Measured against its own limit, the worst slew margin works out to 0.8366.
- Transition time at the pin with the least slew margin :: 0.2443 ns
- The tightest hold path in the finished design has a slack of 5.241 ns.

** Pwr
- Leak pwr :: 0.4546 nW
- Power Total :: 91.02 uW
- Largest voltage drop on the vdd net :: 0.00005347 V
- Per the summary, power density relative to cell area is 89.37 mW/mm^2.

** Synth
- Library cell with the largest summed area after synthesis :: sky130_fd_sc_hd__fa_1
- For this run, the chip area from Yosys synthesis comes to 764.5 sq um.
- For this run, the number of Yosys warnings is 0.
- Each instance of the synthesized netlist takes up on average 9.323 sq um.
- For this run, the register share of the synthesized area comes to 0.
- Cell count after synthesis :: 82
- Unique cell type count in the Yosys netlist :: 7
- In the Yosys report the total cell count is 82.
- The share of synthesized area in the top cell type comes to 0.5237.
- The main area contributors are sky130_fd_sc_hd__fa_1, sky130_fd_sc_hd__and2_1, sky130_fd_sc_hd__ha_1.
- Synth Cell Area :: 764.5 sq um

** Die
- In this run the core area contains 28 standard-cell rows.
- Count of pins on the block boundary :: 24
- Floorplan utilization :: 0.1291
- Per the OpenROAD floorplan log, the area of the die is 0.009604 sq mm.
- DIE HEIGHT :: 98 um
- The floorplan step set the die width to 98 um.
- Per the OpenROAD floorplan log, the area of the core is 0.005921 sq mm.

** Final layout
- Total area of sequential cells :: 0 sq um
- Leading cell types in the layout, fill and taps excluded :: sky130_fd_sc_hd__clkdlybuf4s50_1, sky130_fd_sc_hd__inv_1, sky130_fd_sc_hd__fa_1, sky130_fd_sc_hd__and2_1, sky130_fd_sc_hd__nand2_1
- Among logic cells in the layout, the one with the most instances is sky130_fd_sc_hd__clkdlybuf4s50_1.
- After layout, the clock buffer instance count stands at 0.
- Proportion of layout cells with a drive suffix above 1 :: 0.01042
- Relative area change from synthesis to final layout :: 33.22%
- FF+latch count :: 0

** Detailed routing
- In the post-route report, total wirelength is listed as 1499 um.
- The script logs the mean routed wire length per placed instance as 8.766 um.
- Count of unresolved DRC violations after routing :: 0
- Vias :: 509
- Via density per instance :: 2.977
- Per the post-route antenna check, the number of violating nets is 0.
- For this block, the initial DRC count from the detailed router was 19.
- Number of iterations in the first detailed-routing pass :: 3
- N_diodes :: 0

** Place
- Per the placement log, port buffering inserted 22 buffers.
- The placement summary gives the final routability congestion estimate as 0.7847.
- For this run the detailed placement stage logged an HPWL of 1446 um.

** Job
- In this run the maximum-capacitance check reported violations numbering 0.
- Across all stage logs, warnings added up to 34.

** Critical path
- For reference, the most critical setup path is categorized as in -> out.
- Crit path capture type :: output port
- Data arrival, critical path :: 7.68 ns
- The required time at the worst endpoint is listed as 8.16 ns.
- The worst setup path is launched from an input pin.
- In this run the worst path has a maximum fanout of 7.

** Status
- Status :: completed

** Min path
- Hold crit path type :: in -> out
## cell type report
| class | count | area, sq um |
|---|---|---|
| Timing Repair Buffer | 22 | 220.2 |
| Fill cell | 659 | 4902 |
| Inverter | 20 | 75.07 |
| Tap cell | 75 | 93.84 |
| Multi-Input combinational cell | 54 | 629.4 |
## metal layers
layer	vias up	part of all wire	track usage
met5	-	0	0
met4	0	0	0
met3	0	0.081	0.009246
met2	13	0.47	0.06142
met1	243	0.45	0.04310
li1	253	-	-
## report_power, final
group	total (mW)	switching [mW]	internal, mW	leakage (nW)
logic	0.0910	0.0329	0.0581	0.455
registers	0	0	0	0
clock network	0	0	0	0
total	0.0910	0.0329	0.0581	0.455
## per-stage QoR
| step | setup WS [ns] | instance area, sq um | util | std cells |
|---|---|---|---|---|
| floorplan | 1.530 | 764.5 | - | 82 |
| global placement | 0.4106 | 1018 | 0.1720 | 171 |
| detailed placement | 0.4189 | 1018 | 0.1720 | 171 |
| CTS | 0.4120 | 1018 | 0.1720 | 171 |
| global route | 0.1958 | 1018 | 0.1720 | 171 |
| finish | 0.4848 | 1018 | 0.1720 | 171 |
## cell families (layout without fill, tap and decap cells)
logic type | after synthesis | in the layout | share of synthesized area
and+or+nand+nor | 28 | 28 | 0.2013
buffers and inverters | 28 | 42 | 0.1768
adders and majority gates | 26 | 26 | 0.6219
## worst paths after layout
check	startpoint	endpoint	slack [ns]	depth (start not counted)
worst max-delay path	a[7]	p1[14]	0.48	17
worst min-delay path	a[1]	p1[8]	5.24	4
## critical path, cell delays in order
cell and delay [ns]:
sky130_fd_sc_hd__clkdlybuf4s50_1 0.52, sky130_fd_sc_hd__and2_1 0.20, sky130_fd_sc_hd__ha_1 0.27, sky130_fd_sc_hd__inv_1 0.05
sky130_fd_sc_hd__fa_1 0.49, sky130_fd_sc_hd__fa_1 0.51, sky130_fd_sc_hd__inv_1 0.05, sky130_fd_sc_hd__fa_1 0.50
sky130_fd_sc_hd__fa_1 0.44, sky130_fd_sc_hd__fa_1 0.40, sky130_fd_sc_hd__fa_1 0.45, sky130_fd_sc_hd__fa_1 0.39
sky130_fd_sc_hd__fa_1 0.36, sky130_fd_sc_hd__inv_1 0.07, sky130_fd_sc_hd__fa_1 0.40, sky130_fd_sc_hd__inv_1 0.06
sky130_fd_sc_hd__clkdlybuf4s50_1 0.47
## cell usage after synthesis (all sizes together)
master / count
and2: 19
buf: 8
fa: 20
ha: 6
inv: 20
nand2: 9
No activity file was given, so power comes from the tool's default toggle rates.
